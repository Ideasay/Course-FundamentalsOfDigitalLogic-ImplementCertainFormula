==> design.v <==
module ALU_2(
  input wire [3:0] Ain,
  input wire [3:0] Bin,
  input wire [3:0] Sin,
  input M, NotCi,
  output wire [3:0] Yout, 
  output P, Q, NotC0, AequalsB
  );
  wire  A0, A1, A2, A3;
  wire  B0, B1, B2, B3;
  wire  C0, C1, C2, C3;
  wire  S0, S1, S2, S3;
  wire  Y0, Y1, Y2, Y3;
  wire x1, x2, x3, x4, x5, x6, x7, x8;
  wire z1, z2, z3, z4, z5, z6, z7;
  assign A0 = Ain[0];
  assign A1 = Ain[1];
  assign A2 = Ain[2];
  assign A3 = Ain[3];
  assign B0 = Bin[0];
  assign B1 = Bin[1];
  assign B2 = Bin[2];
  assign B3 = Bin[3];
  assign S0 = Sin[0];
  assign S1 = Sin[1];
  assign S2 = Sin[2];
  assign S3 = Sin[3];
  assign x1 = ~((B3 & S3 & A3) | (~B3 & S2 & A3));
  assign x2 = ~((~B3 & S1) | (S0 & B3) | A3);
  assign x3 = ~((B2 & S3 & A2) | (~B2 & S2 & A2));
  assign x4 = ~((~B2 & S1) | (S0 & B2) | A2);
  assign x5 = ~((B1 & S3 & A1) | (~B1 & S2 & A1));
  assign x6 = ~((~B1 & S1) | (S0 & B1) | A1);
  assign x7 = ~((B0 & S3 & A0) | (~B0 & S2 & A0));
  assign x8 = ~((~B0 & S1) | (S0 & B0) | A0);
  assign z1 = ~(x1 & x3 & x5 & x7);
  assign z2 = ~(x2 | (x4 & x1) | (x6 & x1 & x3) | (x8 & x1 & x3 & x5));
  assign z3 = ~(x1 & x3 & x5 & x7);
  assign z4 = ((~x2)& x1)^(~((x3 & x5 & x7 & NotCi &(~M)) | (x4 & (~M)) | (x3 & x6 & (~M)) | (x3 & x5 & x8 & (~M))));
  assign z5 = (x3 & (~x4))^(~((x5 & x7 & NotCi & (~M)) | (x6 & (~M)) | (x5 & x8 & (~M))));
  assign z6 = (x5 & (~x6))^(~((x7 & NotCi & (~M)) | (x8 & (~M))));
  assign z7 = (x7 & (~x8))^(~(NotCi & (~M)));
  assign NotC0 = (~z2)|(~z3);
  assign AequalsB = z4 & z5 & z6 & z7;
  assign P = z1;
  assign Q = z2;
  assign Y3 = z4;
  assign Y2 = z5;
  assign Y1 = z6;
  assign Y0 = z7;
  assign Yout[0] = Y0;
  assign Yout[1] = Y1;
  assign Yout[2] = Y2;
  assign Yout[3] = Y3;
endmodule
module mux(a,b,option,z);
input [3:0] a,b;
input option;
output [3:0] z;
reg [3:0] z;
always @( a or b or option)
  begin
    if(!option)
      z <= a;
    else
      z <= b;
  end
endmodule
module  opr(a,b,cout,clock);
input [3:0] a,b;
input clock;
output [3:0] cout;
reg [2:0] state;
wire [3:0] cout;
wire [3:0] Q1,Q2,Q3,Q4,Q5,Q6;
wire [3:0] z1,z2,z3,y;
reg [3:0] s;
reg m,reset,option_1,option_2,option_3;
always @(negedge clock) 
  begin   
    state <= 3'b000;
    case(state)
      3'b000:
          begin
            reset <=1;
            m <= 0;
            s <= 4'b1001;
            state <=3'b001;
            option_1 <= 1;
            option_2 <= 1;
            option_3 <= 1;
          end
      3'b001:
        begin
          reset <=1;
          m <= 0;
          s <= 4'h9;
          state <=3'b010;
          option_1 <= 1;
          option_2 <= 0;
          option_3 <= 1; 
        end
      3'b010:
        begin
          reset <=1;
          m <= 0;
          s <= 4'h9;
          state <=3'b011;
          option_1 <= 1;
          option_2 <= 0;
          option_3 <= 0;
       end
      3'b011:
        begin
          reset <=1;
          m <= 1;
          s <= 4'h6;
          state <=3'b100;
          option_1 <= 0;
          option_2 <= 1;
          option_3 <= 1;
        end
      3'b100:
        begin
          reset <=0;
          m <= 1;
          s <= 4'h9;
          state <=3'b000;
          option_1 <= 1;
          option_2 <= 1;
          option_3 <= 1;
        end 
      default: state <= 3'b000;
    endcase
  end
  register regi_1(.Q(Q1),.D(Q6),.clock(clock),.reset(reset));
  register regi_2(.Q(Q2),.D(a),.clock(clock),.reset(reset));
  register regi_3(.Q(Q3),.D(b),.clock(clock),.reset(reset));
  register regi_4(.Q(Q4),.D(y),.clock(clock),.reset(reset));
  register regi_5(.Q(Q5),.D(4'b0010),.clock(clock),.reset(reset));
  register regi_6(.Q(Q6),.D(y),.clock(clock),.reset(reset)); 
  register regi_7(.Q(cout),.D(y),.clock(clock),.reset(reset));
  mux mux_1(.a(Q1),.b(Q2),.option(option_1),.z(z1));
  mux mux_2(.a(z3),.b(Q4),.option(option_2),.z(z2));
  mux mux_3(.a(Q3),.b(Q5),.option(option_3),.z(z3));
  ALU_2 alu(.Ain(z1),.Bin(z2),.Sin(s),.M(m),.NotCi(4'b0001),.Yout(y));
endmodule
module register(Q,D,clock,reset);
input reset,clock;
input [3:0] D;
output [3:0] Q;
reg [3:0] Q;
always @(negedge clock)
  begin
    if(!reset)
      Q <= 4'b0;
    else
      Q <= D;
  end
endmodule
==> run.sh <==
#!/bin/bash
# OpenROAD 26Q1-2900-gdf79404cd8, Yosys 0.63+post, stock flow scripts
make -C /OpenROAD-flow-scripts/flow DESIGN_CONFIG=/design/flow/config.mk WORK_HOME=/design/flow/orfs finish
==> config.mk <==
export PLATFORM = sky130hd
export DESIGN_NAME = opr
export DESIGN_NICKNAME = opr
export VERILOG_FILES = /design/flow/design.v
export SDC_FILE = /design/flow/constraint.sdc
export NUM_CORES = 4
export LEC_CHECK = 1
export CORE_UTILIZATION = 30
==> constraint.sdc <==
current_design opr

set clk_period 2.7
set clk_io_pct 0.2

create_clock -name clk0 -period $clk_period [get_ports {clock}]

set non_clock_inputs [all_inputs -no_clocks]
set_input_delay [expr $clk_period * $clk_io_pct] -clock clk0 $non_clock_inputs
set_output_delay [expr $clk_period * $clk_io_pct] -clock clk0 [all_outputs]
==> run summary <==
Lkg Pwr: 0.675 nW
Setup Crit Path Kind: register to output pin
Delay-heaviest family, CP: flip-flops
H-Tree Depth: 1
Async set-reset flop share out of synthesis: 0%
Run status: complete, no violations
Seq share, synth: 48.8%
Later-pin clock latency in the skew report: 340 ps
1st-iter DRT viols: 27
Inserted Clock Buffers: 3
Number of global-route vias before repair: 870
Synth top area share: 33.6%
Drt wl/cell: 9.47 um
Area delta synth->final: 24.7%
Number of cells in Yosys stat: 115
Clock buffer depth: 2
Yosys Warn Count: 3
CTS root buf: clkbuf_8
R2R cell count: 6
Port Buf Inserts: 12
Cells on Worst Hold Path: 1
Clock power frac: 46.5%
Cell Area, Placed: 0.00135 mm2
Synth cell count leaders: dfxtp_1, and2_1, nand2_1, o21ai_0, nor2_1
Initial DRT Pass Iterations: 4
Setup Viol. Count Final: 0
Critical-path cell list: buf_2
Routed via count: 880
Critical Path AT: 2090 ps
Initial antenna violation count: 0
Post-route DRC: 0
Post-Route WL: 1.90 mm
CTS tree: done
CORE AREA: 0.00374 mm2
Synth Cell Area: 0.00119 mm2
Die Ht: 65.0 um
GRT Total Usage: 10.3%
Largest area contributor in the netlist: dfxtp_1
Global-route wire length before repair: 3.31 mm
Tool warning count: 51
Layout cells sized above 1: 15.7%
Internal Dissipation: 0.000561 W
Gr ovfl total: 0
Die Area: 0.00422 mm2
Count of library flops with an enable pin: 6
Post-Syn Instances: 115
GP Congestion: 0.756
IO Count: 13
ANT cells: 0
YS chip area: 0.00119 mm2
Row Count: 22
RSZ-0062 raised after global routing: no
Met1 usage: 12.5%
Seq pwr share: 52.0%
Flops after synth: 26
Levels on crit path: 1
Detail Route Antenna Nets: 0
Worst R2R Setup Slack: 740 ps
Ys flop type: dfxtp_1
Final hold violation count: 0
Switching fraction of total power: 26.8%
Worst-Margin Slew: 492 ps
Pins Over Slew Limit: 0
Required time of the worst setup path: 2160 ps
Cell area leaders: dfxtp_1, edfxtp_1, and2_1
Post-DP HPWL: 1.26 mm
Met3 usage: 4.64%
Switching pwr: 0.000206 W
CP startpoint kind: register
Grt peak-use layer: met2
Yosys cell types: 36
Slowest CP cell: dfxtp_2
CP max stage delay: 310 ps
Final Skew: 10.4 ps
Rel. slew slack: 67.2%
Clk sinks: 26
DR vias/cell: 4.38
Count leader, synth: dfxtp_1
Max cap viols: 0
Global routing usage on met2: 15.6%
Critical path endpoint category: output pin
Worst vdd ir: 0.460 mV
Chip Width: 65.0 um
Largest net degree at the start of global routing: 19
CP Max Fanout: 3
Starting density of the core: 31.8%
Mean Syn Cell Area: 10.3 um2
Combinational power share: 1.4%
Worst path bufs/invs: 1
CTS clk-pin slew, worst paths: 40 ps
Pwr dens: 517 mW/mm2
Post-route cell area: 0.00148 mm2
Worst min path class: register to register
Post-route setup TNS: 0 ps
-- final timing paths --
check,to,startpoint
hold / removal,regi_1.Q[3]$_SDFF_NN0_,regi_7.Q[3]$_SDFF_NN0_
setup / recovery,cout[3],regi_7.Q[3]$_SDFF_NN0_
setup reg to reg,regi_7.Q[2]$_SDFF_NN0_,s[0]$_DFFE_NP_
hold reg to reg,regi_1.Q[3]$_SDFF_NN0_,regi_7.Q[3]$_SDFF_NN0_
-- flip-flops by register name (all words and copies together), names as in the netlist --
| signal | count |
|---|---|
| option_3 | 1 |
| s | 2 |
| regi_1.Q | 4 |
| option_2 | 1 |
| m | 1 |
| regi_2.Q | 4 |
| state | 3 |
| reset | 1 |
| regi_7.Q | 4 |
| regi_5.Q | 1 |
| regi_3.Q | 4 |
-- metrics by stage --
| step | power [W] | utilization [%] | setup slack (ps) | hold slack (ps) | instances |
|---|---|---|---|---|---|
| 3_3_place_gp | 0.000476 | 36.1 | 47.6 | 457 | 171 |
| 2_1_floorplan | 0.000465 | - | 479 | 426 | 115 |
| 4_1_cts | 0.000791 | 39.6 | 51.3 | 469 | 201 |
| 3_5_place_dp | 0.000476 | 36.1 | 37.5 | 469 | 171 |
| 5_1_grt | 0.000828 | 39.6 | 17.9 | 501 | 201 |
| 6_report | 0.000767 | 39.6 | 70.8 | 465 | 201 |
-- repair_timing --
item                                    in CTS  in global routing
resized                                     16                  0
hold buffers                                 0                  0
buffers inserted                             1                  0
endpoints found under the setup margin       4                  0
-- layout make-up --
type,count,area [um2]
timing repair buffer,15,123
clock buffer,3,41.3
inverter,2,7.51
clock inverter,27,103
fill,369,2260
sequential,26,586
tap,48,60.1
multi-input combinational,80,564
-- placed cells by master (no fill, tap or decap), types with 2 or more instances in the layout --
master and instances:
inv_1 28, nand2b_1 2, clkbuf_8 3, edfxtp_1 6, xnor2_1 3, dfxtp_2 4, buf_4 3, nor3b_1 3
nor2_1 7, and2_1 17, a21oi_1 2, nor2b_1 2, nand3_1 2, mux2i_1 6, clkdlybuf4s50_1 8, buf_2 4
o21ai_0 8, dfxtp_1 16, nand2_1 8, o21ai_1 2
-- power groups by stage --
stage	registers (W)	clock network [W]	logic, W
4_1_cts	0.000399	0.000382	0.0000112
5_1_grt	0.000398	0.000419	0.0000118
6_report	0.000399	0.000357	0.0000110
-- per-layer routing --
| layer | wire length (um) | vias up |
|---|---|---|
| met2 | 845 | 15 |
| met4 | 12 | 0 |
| met1 | 931 | 394 |
| met5 | 0 | - |
| li1 | - | 469 |
| met3 | 115 | 2 |
-- kinds of logic (layout without fill, tap and decap cells) --
logic type / after synthesis / count (layout) / share of synthesized area [%]
flops: 26 / 26 / 48.8
simple gates: 48 / 48 / 23.0
xor+xnor: 4 / 4 / 2.94
mux: 8 / 8 / 7.26
compound gates: 19 / 19 / 13.2
fa+ha+maj: 1 / 1 / 0.946
buf+inv: 9 / 47 / 3.79
Power figures rest on the tool's default switching activity, not on a simulated workload.
